**flow/design.v**
```verilog
module pes_intrCntrl (
        input   wire            clk_in,      
        input   wire            rst_in,      
        input   wire    [7:0]   intr_rq,     
        inout   wire    [7:0]   intr_bus,    
        input   wire            intr_in,     
        output  wire            intr_out,    
        output  wire            bus_oe       
    );
    localparam  [3:0]   S_Reset                 = 4'b0000,   
                        S_GetCommands           = 4'b0001,   
                        S_JumpIntMethod         = 4'b0010,   
                        S_StartPolling          = 4'b0011,   
                        S_TxIntInfoPolling      = 4'b0100,   
                        S_AckTxInfoRxPolling    = 4'b0101,   
                        S_AckISRDonePolling     = 4'b0110,   
                        S_StartPriority         = 4'b0111,   
                        S_TxIntInfoPriority     = 4'b1000,   
                        S_AckTxInfoRxPriority   = 4'b1001,   
                        S_AckISRDonePriority    = 4'b1010,   
                        S_Reserved1             = 4'b1011,   
                        S_Reserved2             = 4'b1100,   
                        S_Reserved3             = 4'b1101,   
                        S_Reserved4             = 4'b1110,   
                        S_Reserved5             = 4'b1111;   
    reg     [3:0]   state_reg, state_next;           
    reg     [1:0]   cmdMode_reg, cmdMode_next;       
    reg     [1:0]   cmdCycle_reg, cmdCycle_next;     
    reg     [2:0]   intrIndex_reg, intrIndex_next;   
    reg     [2:0]   intrPtr_reg, intrPtr_next;       
    reg     [2:0]   prior_table_next [0:7]; 
    reg     [2:0]   prior_table_reg [0:7];
    reg             oe_reg, oe_next;                 
    reg     [7:0]   intrBus_reg, intrBus_next;       
    reg             intrOut_reg, intrOut_next;       
    integer         i;
    always @ (posedge clk_in or posedge rst_in) begin
        if (rst_in) begin
            state_reg           <=  S_Reset;
            cmdMode_reg         <=  2'b00;
            cmdCycle_reg        <=  2'b00;
            oe_reg              <=  1'b0;
            intrBus_reg         <=  8'bzzzzzzzz;
            intrOut_reg         <=  1'b0;
            intrIndex_reg       <=  3'b000;
            intrPtr_reg         <=  3'b000;
            for (i = 0; i < 8; i = i + 1) begin
                prior_table_reg[i]  <=  3'b000;
            end
        end
        else begin
            state_reg           <=  state_next;
            cmdMode_reg         <=  cmdMode_next;
            cmdCycle_reg        <=  cmdCycle_next;
            intrBus_reg         <=  intrBus_next;
            intrOut_reg         <=  intrOut_next;
            oe_reg              <=  oe_next;
            intrIndex_reg       <=  intrIndex_next;
            intrPtr_reg         <=  intrPtr_next;
            for (i = 0; i < 8; i = i + 1) begin
                prior_table_reg[i]  <=  prior_table_next[i];
            end
        end
    end
    always @(*) begin
        state_next          =   state_reg;
        cmdMode_next        =   cmdMode_reg;
        cmdCycle_next       =   cmdCycle_reg;
        oe_next             =   oe_reg;
        intrOut_next        =   intrOut_reg;
        intrBus_next        =   intrBus_reg;
        intrIndex_next      =   intrIndex_reg;
        intrPtr_next        =   intrPtr_reg;
        for (i = 0; i < 8; i = i + 1) begin
            prior_table_next[i] =   prior_table_reg[i];
        end
        case (state_reg)
            S_Reset: begin  
                cmdMode_next        =   2'b00;
                cmdCycle_next       =   2'b00;
                intrIndex_next      =   3'b000;
                intrPtr_next        =   3'b000;
                for (i = 0; i < 8; i = i + 1) begin
                    prior_table_next[i] =   3'b000;
                end
                oe_next             =   1'b0;
                state_next  =   S_GetCommands;           
            end
            S_GetCommands: begin  
                oe_next =   1'b0;
                case (intr_bus[1:0])
                    2'b01: begin                                                 
                        cmdMode_next    =   2'b01;                               
                        state_next      =   S_JumpIntMethod;                     
                    end
                    2'b10: begin                                                 
                        case (cmdCycle_reg)
                            2'b00: begin
                                prior_table_next[0] =   intr_bus[7:5];           
                                prior_table_next[1] =   intr_bus[4:2];           
                                state_next          =   S_GetCommands;
                                cmdCycle_next       =   cmdCycle_reg + 1'b1;
                            end
                            2'b01: begin
                                prior_table_next[2] =   intr_bus[7:5];           
                                prior_table_next[3] =   intr_bus[4:2];           
                                state_next          =   S_GetCommands;
                                cmdCycle_next       =   cmdCycle_reg + 1'b1;
                            end
                            2'b10: begin
                                prior_table_next[4] =   intr_bus[7:5];           
                                prior_table_next[5] =   intr_bus[4:2];           
                                state_next          =   S_GetCommands;
                                cmdCycle_next       =   cmdCycle_reg + 1'b1;
                            end
                            2'b11: begin
                                prior_table_next[6] =   intr_bus[7:5];           
                                prior_table_next[7] =   intr_bus[4:2];           
                                state_next          =   S_JumpIntMethod;         
                                cmdCycle_next       =   cmdCycle_reg + 1'b1;
                                cmdMode_next        =   2'b10;                   
                            end
                            default: begin
                                state_next      =   S_GetCommands;               
                                cmdCycle_next   =   2'b00;                       
                                cmdMode_next    =   2'b00;                       
                            end
                        endcase
                    end
                    default: begin                                               
                        state_next  =   S_GetCommands;
                    end
                endcase
            end
            S_JumpIntMethod: begin  
                intrIndex_next  =   3'b000;
                intrPtr_next    =   3'b000;
                case (cmdMode_reg)
                    2'b01: begin                             
                        state_next  =   S_StartPolling;
                    end
                    2'b10: begin                             
                        state_next  =   S_StartPriority;
                    end
                    default: begin                           
                        state_next  =   S_Reset;
                    end
                endcase
                oe_next         =   1'b0;                    
            end
            S_StartPolling: begin  
                if (intr_rq[intrIndex_reg]) begin            
                    intrOut_next    =   1'b1;                
                    state_next      =   S_TxIntInfoPolling;  
                end
                else begin                                   
                    intrOut_next    =   1'b0;                
                    intrIndex_next  =   intrIndex_reg + 1;   
                end
                oe_next         =   1'b0;                    
            end
            S_TxIntInfoPolling: begin  
                if (~intr_in) begin                                  
                    intrOut_next    =   1'b0;                        
                    intrBus_next    =   {5'b01011, intrIndex_reg};   
                    oe_next         =   1'b1;                        
                    state_next      =   S_AckTxInfoRxPolling;        
                end                                                  
                else
                    state_next      =   S_TxIntInfoPolling;
            end
            S_AckTxInfoRxPolling: begin  
                if (~intr_in) begin                                  
                    oe_next         =   1'b0;                        
                    state_next      =   S_AckISRDonePolling;         
                end                                                  
            end
            S_AckISRDonePolling: begin  
                if ((~intr_in) && (intr_bus[7:3] == 5'b10100) && (intr_bus[2:0] == intrIndex_reg)) begin
                    state_next  =   S_StartPolling;
                end
                else if ((~intr_in) && (intr_bus[7:3] != 5'b10100) && (intr_bus[2:0] != intrIndex_reg)) begin
                    state_next  =   S_Reset;
                end
                else begin
                    state_next  =   S_AckISRDonePolling;             
                end
            end
            S_StartPriority: begin  
                if (intr_rq[prior_table_reg[0]]) begin               
                    intrPtr_next    =   prior_table_reg[0];          
                    intrOut_next    =   1'b1;                        
                    state_next      =   S_TxIntInfoPriority;         
                end
                else if (intr_rq[prior_table_reg[1]]) begin          
                    intrPtr_next    =   prior_table_reg[1];          
                    intrOut_next    =   1'b1;
                    state_next      =   S_TxIntInfoPriority;
                end
                else if (intr_rq[prior_table_reg[2]]) begin
                    intrPtr_next    =   prior_table_reg[2];
                    intrOut_next    =   1'b1;
                    state_next      =   S_TxIntInfoPriority;
                end
                else if (intr_rq[prior_table_reg[3]]) begin
                    intrPtr_next    =   prior_table_reg[3];
                    intrOut_next    =   1'b1;
                    state_next      =   S_TxIntInfoPriority;
                end
                else if (intr_rq[prior_table_reg[4]]) begin
                    intrPtr_next    =   prior_table_reg[4];
                    intrOut_next    =   1'b1;
                    state_next      =   S_TxIntInfoPriority;
                end
                else if (intr_rq[prior_table_reg[5]]) begin
                    intrPtr_next    =   prior_table_reg[5];
                    intrOut_next    =   1'b1;
                    state_next      =   S_TxIntInfoPriority;
                end
                else if (intr_rq[prior_table_reg[6]]) begin
                    intrPtr_next    =   prior_table_reg[6];
                    intrOut_next    =   1'b1;
                    state_next      =   S_TxIntInfoPriority;
                end
                else if (intr_rq[prior_table_reg[7]]) begin
                    intrPtr_next    =   prior_table_reg[7];
                    intrOut_next    =   1'b1;
                    state_next      =   S_TxIntInfoPriority;
                end
                else begin                                           
                    state_next  =   S_StartPriority;                 
                end
                oe_next         =   1'b0;                            
            end
            S_TxIntInfoPriority: begin  
                if (~intr_in) begin                                  
                    intrOut_next    =   1'b0;                        
                    intrBus_next    =   {5'b10011, intrPtr_reg};     
                    oe_next         =   1'b1;                        
                    state_next      =   S_AckTxInfoRxPriority;       
                end                                                  
            end
            S_AckTxInfoRxPriority: begin  
                if (~intr_in) begin                                  
                    oe_next         =   1'b0;                        
                    state_next      =   S_AckISRDonePriority;        
                end
            end
            S_AckISRDonePriority: begin  
                if ((~intr_in) && (intr_bus[7:3] == 5'b01100) && (intr_bus[2:0] == intrPtr_reg)) begin
                    state_next  =   S_StartPriority;
                end
                else if ((~intr_in) && (intr_bus[7:3] != 5'b01100) && (intr_bus[2:0] != intrPtr_reg)) begin
                    state_next  =   S_Reset;
                end
                else begin
                    state_next  =   S_AckISRDonePriority;            
                end
            end
            default: begin
                state_next      =   S_Reset;
                oe_next         =   1'b0;
            end
        endcase
    end
    assign intr_out =   intrOut_reg;
    assign intr_bus =   (oe_reg) ? intrBus_reg : 8'bzzzzzzzz;
    assign bus_oe   =   oe_reg;
endmodule  
```
**flow/run.sh**
```bash
#!/bin/bash
# OpenROAD 26Q1-2900-gdf79404cd8, Yosys 0.63+post, stock flow scripts
make -C /OpenROAD-flow-scripts/flow DESIGN_CONFIG=/design/flow/config.mk WORK_HOME=/design/flow/orfs finish
```
**flow/config.mk**
```make
export PLATFORM = sky130hd
export DESIGN_NAME = pes_intrCntrl
export DESIGN_NICKNAME = pes_intrCntrl
export VERILOG_FILES = /design/flow/design.v
export SDC_FILE = /design/flow/constraint.sdc
export NUM_CORES = 4
export LEC_CHECK = 1
export CORE_UTILIZATION = 30
```
**flow/constraint.sdc**
```tcl
current_design pes_intrCntrl

set clk_period 2.5
set clk_io_pct 0.2

create_clock -name clk0 -period $clk_period [get_ports {clk_in}]

set non_clock_inputs [all_inputs -no_clocks]
set_input_delay [expr $clk_period * $clk_io_pct] -clock clk0 $non_clock_inputs
set_output_delay [expr $clk_period * $clk_io_pct] -clock clk0 [all_outputs]
```
==> results.txt <==
Implementation numbers.

- The clock sink count is 45.
- The post-cts resize count is 0.
- The cell count in the Yosys report reads 284.
- The flip-flop and latch count after synthesis reads 45.
- The number of synthesized flops with an enable pin reads 0.
- The routability congestion estimate from global placement reads 0.9637.
- The wire-length estimate of the detail-placed layout is 4834 um.
- The count of input and output buffers is 12.
- The clock root buffer is sky130_fd_sc_hd__clkbuf_8.
- The pre-CTS setup slack is 0.02630 ns.
- The flow did not finish.
- The maximum root-to-sink buffer count reads 2.
- The dominant cell by count in the synthesized netlist is sky130_fd_sc_hd__nand2_1.
- The area of the mapped netlist reads 0.002706 mm^2.
- The number of buffers inserted to repair setup after CTS is 0.
- The area fraction of the largest cell type after synthesis is 0.4068.
- The tool reported: "[error] [KeplerFormal.cpp:679] Workflow failed: Iso has multiple drivers: .intr_bus1, intr_bus[1]$_DFFE_PP0P_.Q0".
- The number of distinct library cells after synthesis reads 46.
- The predominant post-synthesis flop cell is sky130_fd_sc_hd__dfrtp_1.
- Warnings reported by Yosys during synthesis add up to 5.
- The post-synthesis cell type with the largest combined area reads sky130_fd_sc_hd__dfrtp_1.
- The die boundary width is 96.98 um.
- The count of standard-cell rows reads 34.
- 21 I/O pins were placed.
- The level count of the clock H-tree reads 2.
- The last stage reached is 4_1_cts.
- Buffers inserted during clock tree synthesis total 5.
- At the floorplan stage, the core utilization is reported as 0.3103.
- For this run, the chip area from Yosys synthesis comes to 0.002706 mm^2.
- The height of the die is 96.98 um.
- The number of instances in the synthesized netlist is 284.
- The mean area per synthesized cell is 9.529 um^2.
- By count the netlist is led by sky130_fd_sc_hd__nand2_1 (52), sky130_fd_sc_hd__dfrtp_1 (44), sky130_fd_sc_hd__o21ai_0 (27), sky130_fd_sc_hd__inv_1 (17).
- The share of synthesized registers carrying an async set or reset reads 1.000.
- The number of hold-repair buffers added at the cts stage is 0.
- Sorting the synthesized cells by area gives the leading types as sky130_fd_sc_hd__dfrtp_1 (41%), sky130_fd_sc_hd__nand2_1 (7.2%), sky130_fd_sc_hd__mux4_2 (5.8%).
- The sequential cell area fraction in the yosys report reads 0.4166.
[cells by family after synthesis]
group                    synth area share
AND/OR/NAND/NOR                    0.1350
AND-OR/OR-AND                      0.2048
flip-flops                         0.4166
buffers and inverters             0.05085
multiplexers                       0.1396
adder cells (fa/ha/maj)           0.03236
XOR/XNOR                          0.01942
other                            0.001386
[stage by stage]
stage	instance area (um^2)	std cells
after detailed placement	2967	400
after global placement	2967	400
after floorplan	2706	284
